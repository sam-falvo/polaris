--- flow/run.sh ---
#!/bin/bash
# OpenROAD 26Q1-2900-gdf79404cd8, Yosys 0.63+post, stock flow scripts
make -C /OpenROAD-flow-scripts/flow DESIGN_CONFIG=/design/flow/config.mk WORK_HOME=/design/flow/orfs finish
--- flow/config.mk ---
export PLATFORM = sky130hd
export DESIGN_NAME = bridge
export DESIGN_NICKNAME = bridge
export VERILOG_FILES = /design/flow/design.v
export SDC_FILE = /design/flow/constraint.sdc
export NUM_CORES = 4
export LEC_CHECK = 1
export CORE_AREA = 10 10 118 118
export DIE_AREA = 0 0 128 128
--- flow/constraint.sdc ---
current_design bridge

set clk_period 9.0
set clk_io_pct 0.2

create_clock -name clk0 -period $clk_period

set non_clock_inputs [all_inputs -no_clocks]
set_input_delay [expr $clk_period * $clk_io_pct] -clock clk0 $non_clock_inputs
set_output_delay [expr $clk_period * $clk_io_pct] -clock clk0 [all_outputs]
--- flow/design.v ---
`timescale 1ns / 1ps
module bridge(
	input		f_signed_i,
	input	[1:0]	f_siz_i,
	input	[2:0]	f_adr_i,
	input	[63:0]	f_dat_i,
	output	[63:0]	f_dat_o,
	output	[7:0]	wb_sel_o,
	output	[63:0]	wb_dat_o,
	input	[63:0]	wb_dat_i
);
	wire size_byte = (f_siz_i == 2'b00);
	wire size_hword = (f_siz_i == 2'b01);
	wire size_word = (f_siz_i == 2'b10);
	wire size_dword = (f_siz_i == 2'b11);
	wire ab7 = f_adr_i[2:0] == 3'b111;
	wire ab6 = f_adr_i[2:0] == 3'b110;
	wire ab5 = f_adr_i[2:0] == 3'b101;
	wire ab4 = f_adr_i[2:0] == 3'b100;
	wire ab3 = f_adr_i[2:0] == 3'b011;
	wire ab2 = f_adr_i[2:0] == 3'b010;
	wire ab1 = f_adr_i[2:0] == 3'b001;
	wire ab0 = f_adr_i[2:0] == 3'b000;
	wire ah3 = f_adr_i[2:1] == 2'b11;
	wire ah2 = f_adr_i[2:1] == 2'b10;
	wire ah1 = f_adr_i[2:1] == 2'b01;
	wire ah0 = f_adr_i[2:1] == 2'b00;
	wire aw1 = f_adr_i[2] == 1'b1;
	wire aw0 = f_adr_i[2] == 1'b0;
	wire den = size_dword;
	wire wen1 = size_word & aw1;
	wire wen0 = size_word & aw0;
	wire hen3 = size_hword & ah3;
	wire hen2 = size_hword & ah2;
	wire hen1 = size_hword & ah1;
	wire hen0 = size_hword & ah0;
	wire ben7 = size_byte & ab7;
	wire ben6 = size_byte & ab6;
	wire ben5 = size_byte & ab5;
	wire ben4 = size_byte & ab4;
	wire ben3 = size_byte & ab3;
	wire ben2 = size_byte & ab2;
	wire ben1 = size_byte & ab1;
	wire ben0 = size_byte & ab0;
	wire sel7 = den | wen1 | hen3 | ben7;
	wire sel6 = den | wen1 | hen3 | ben6;
	wire sel5 = den | wen1 | hen2 | ben5;
	wire sel4 = den | wen1 | hen2 | ben4;
	wire sel3 = den | wen0 | hen1 | ben3;
	wire sel2 = den | wen0 | hen1 | ben2;
	wire sel1 = den | wen0 | hen0 | ben1;
	wire sel0 = den | wen0 | hen0 | ben0;
	assign wb_sel_o = {sel7, sel6, sel5, sel4, sel3, sel2, sel1, sel0};
	wire [7:0] od7 =
		(size_byte ? f_dat_i[7:0] : 0) |
		(size_hword ? f_dat_i[15:8] : 0) |
		(size_word ? f_dat_i[31:24] : 0) |
		(size_dword ? f_dat_i[63:56] : 0);
	wire [7:0] od6 =
		(size_byte ? f_dat_i[7:0] : 0) |
		(size_hword ? f_dat_i[7:0] : 0) |
		(size_word ? f_dat_i[23:16] : 0) |
		(size_dword ? f_dat_i[55:48] : 0);
	wire [7:0] od5 =
		(size_byte ? f_dat_i[7:0] : 0) |
		(size_hword ? f_dat_i[15:8] : 0) |
		(size_word ? f_dat_i[15:8] : 0) |
		(size_dword ? f_dat_i[47:40] : 0);
	wire [7:0] od4 =
		(size_byte ? f_dat_i[7:0] : 0) |
		(size_hword ? f_dat_i[7:0] : 0) |
		(size_word ? f_dat_i[7:0] : 0) |
		(size_dword ? f_dat_i[39:32] : 0);
	wire [7:0] od3 =
		(size_byte ? f_dat_i[7:0] : 0) |
		(size_hword ? f_dat_i[15:8] : 0) |
		(size_word ? f_dat_i[31:24] : 0) |
		(size_dword ? f_dat_i[31:24] : 0);
	wire [7:0] od2 =
		(size_byte ? f_dat_i[7:0] : 0) |
		(size_hword ? f_dat_i[7:0] : 0) |
		(size_word ? f_dat_i[23:16] : 0) |
		(size_dword ? f_dat_i[23:16] : 0);
	wire [7:0] od1 =
		(size_byte ? f_dat_i[7:0] : 0) |
		(size_hword ? f_dat_i[15:8] : 0) |
		(size_word ? f_dat_i[15:8] : 0) |
		(size_dword ? f_dat_i[15:8] : 0);
	wire [7:0] od0 = f_dat_i[7:0];
	assign wb_dat_o = {od7, od6, od5, od4, od3, od2, od1, od0};
	wire [31:0] id2 =
			(wen1 ? wb_dat_i[63:32] : 0) |
			(wen0 ? wb_dat_i[31:0] : 0);
	wire [15:0] id1 =
			(hen3 ? wb_dat_i[63:48] : 0) |
			(hen2 ? wb_dat_i[47:32] : 0) |
			(hen1 ? wb_dat_i[31:16] : 0) |
			(hen0 ? wb_dat_i[15:0] : 0);
	wire [7:0] id0 =
			(ben7 ? wb_dat_i[63:56] : 0) |
			(ben6 ? wb_dat_i[55:48] : 0) |
			(ben5 ? wb_dat_i[47:40] : 0) |
			(ben4 ? wb_dat_i[39:32] : 0) |
			(ben3 ? wb_dat_i[31:24] : 0) |
			(ben2 ? wb_dat_i[23:16] : 0) |
			(ben1 ? wb_dat_i[15:8] : 0) |
			(ben0 ? wb_dat_i[7:0] : 0);
	wire [63:32] id2s = (f_signed_i ? {32{id2[31]}} : 32'd0);
	wire [63:16] id1s = (f_signed_i ? {48{id1[15]}} : 48'd0);
	wire [63:8] id0s = (f_signed_i ? {56{id0[7]}} : 56'd0);
	assign f_dat_o =
		(size_dword ? wb_dat_i : 0) |
		(size_word ? {id2s, id2} : 0) |
		(size_hword ? {id1s, id1} : 0) |
		(size_byte ? {id0s, id0} : 0);
endmodule
==> run summary <==
Synthesis and place-and-route results.

- Of the available clock period, the critical path in the final layout requires between 70 and 80%.
- The number of antenna violations at the first check in global routing is 0.
- The total inserted antenna cells is 0.
- The via-per-instance ratio is ~5.3.
- The yosys cell count is approximately 410.
- The number of cells after detailed placement is 777.
- The number of setup violations in the final report is 0.
- The distinct cell type count of the synthesized netlist is roughly 44.
- The arrival time of the worst setup path is 4.53 ns.
- The largest driver fanout on the critical path is 25.
- Traced cell by cell, the critical path runs through clkdlybuf4s50_1 > buf_4 > mux2_2 > a22oi_1 > o21ai_1 > o21ai_2 > o21ai_0 > clkdlybuf4s50_1.
- The number of antenna-violating nets in the routed design is 0.
- The number of placement rows is 39.
- The most numerous cell type found on the critical path is sky130_fd_sc_hd__clkdlybuf4s50_1.
- The port buffer count is 270.
- The number of maximum-capacitance violations recorded for the run is 0.
- Counting the warning lines in the Yosys log gives 0.
- The worst path buffer plus inverter count is 3.
- Leaving out filler cells and counting taps, the final layout contains 777.
- The die footprint is between 15000 and 20000 µm².
- Hold timing on the final database bottoms out at a slack of between 4 and 5 ns.
- STA classifies the critical path startpoint as a primary input.
- The routed layout has 4140 vias.
- The clock period minus worst slack is about 6.3 ns.
- Per the post-synthesis report, the number of cells in the design is slightly above 400.
- The cell family contributing the most delay on the critical path is buffers and inverters.
- Per Yosys stat, the portion of area used by sequential elements is 0%.
- For this design the static power due to leakage is around 2.4 nW.
- The area of the placeable core is between 10000 and 15000 µm².
- The max-slew check reports its worst relative slack as a little over two fifths.
- Entering global routing, the biggest net connects around 60 pins.
- The HPWL after detailed placement is ~14000 µm.
- The fraction of post-synthesis cell area in the top cell type by area is approximately 18%.
- Compared with the post-synthesis result, the final layout area differs by 95.8%.
- The synthesized area per cell is 6.71 µm².
- The core utilization of the finished layout is 47.2%.
- The number of clock buffer instances in the layout is 0.
- The wire length of the first global-routing pass is ~26000 µm.
- The maximum achievable frequency is 0.158 GHz.
- The timing report gives the biggest stage delay along the critical path as around 0.63 ns.
- Per the detail_route report, routed wire per instance is between 20 and 25 µm.
- The critical path endpoint has a required time of slightly above 7 ns.
- The core utilization before placement is between 20 and 25%.
- The number of warnings reported in the stage logs is 32.
- The area reported by Yosys stat is between 2000 and 3000 µm².
- The final number of hold-violating endpoints is 0.
- The total overflow left after global routing is 0.
- In the finished design the tool counted flip-flops and latches totalling 0.
- Sorting the Yosys area breakdown by cell type puts at the top sky130_fd_sc_hd__mux2i_1.
- Counting pins that exceed their max-slew limit in the final report gives 0.
- In this run the power density over the cells is between 50 and 60 nW/µm².
- The endpoint class of the critical path is an output port.
- The slew at the pin closest to its max-slew limit is slightly below 0.9 ns.
- In the final layout, flip-flops and latches occupy 0 µm².
- In this run, post-CTS hold repair placed 0 buffers.
- The final weighted congestion in routability-driven placement is 0.882.
- For reference, the top cells by area after synthesis are sky130_fd_sc_hd__mux2i_1 (18%), sky130_fd_sc_hd__mux2_2 (13%), sky130_fd_sc_hd__a21o_1 (9.0%).
- The post-CTS repair timing setup buffer count is 0.
- The run finished with clean final reports.
- The mapped cell area is about 2800 µm².
- The count of boundary I/O pins is roughly 270.
- The classification of the worst-slack hold path is in -> out.
- Setup repair after global routing left no endpoint under its margin.
- Total global-route track usage over all layers is between 20% and 30%.
- Wires add up to between 15000 and 20000 µm.
- The vertical die dimension reported for this design is about 130 µm.
- The first-pass iteration count of the detailed router is 5.
- The largest individual stage delay along the critical path comes from the cell sky130_fd_sc_hd__o21ai_2.
- The layout summary lists the proportion of cells stronger than drive strength 1 as about 8.0%.
- The first routing iteration left 335 violations.
- Across the VDD grid, the largest voltage drop is roughly 0.000029 V.
- The via count of the first global-routing pass is about 4200.
- The die boundary width is approximately 130 µm.
- The start-to-end type of the worst setup path is in -> out.
- Setup total negative slack on the finished layout was measured at 0 ns.
- The DRC violation count after routing is 0.
- The count of cells resized by post-cts repair is 0.
## worst min-delay path, stage by stage
cell,delay [ns]
sky130_fd_sc_hd__buf_2,0.19
sky130_fd_sc_hd__nor2_1,0.13
sky130_fd_sc_hd__nor2_1,0.06
sky130_fd_sc_hd__clkdlybuf4s50_1,0.41
## layer usage
layer	up-vias	track usage [%]	wire (µm)
met5	-	0	0
met4	0	0.530	0
met3	0	6.80	1930
met2	237	34.5	8520
met1	1939	24.9	7090
li1	1964	-	-
## layout by cell type, fill, tap and decap left out, types with 4 or more instances in the layout
cell type / n
sky130_fd_sc_hd__a22oi_1: 4
sky130_fd_sc_hd__a21o_1: 33
sky130_fd_sc_hd__nor2_1: 26
sky130_fd_sc_hd__nor2b_1: 12
sky130_fd_sc_hd__mux2_2: 31
sky130_fd_sc_hd__mux2i_1: 49
sky130_fd_sc_hd__a32oi_1: 4
sky130_fd_sc_hd__inv_1: 13
sky130_fd_sc_hd__clkdlybuf4s50_1: 267
sky130_fd_sc_hd__o21ai_0: 28
sky130_fd_sc_hd__a21oi_1: 40
sky130_fd_sc_hd__nand3_1: 5
sky130_fd_sc_hd__a222oi_1: 13
sky130_fd_sc_hd__buf_4: 10
sky130_fd_sc_hd__a211oi_1: 9
sky130_fd_sc_hd__nand2_1: 45
sky130_fd_sc_hd__nor3_1: 4
## cells in the mapped netlist, types with 2 or more instances
cell type and number:
sky130_fd_sc_hd__nor2b_1 12, sky130_fd_sc_hd__a32oi_1 4, sky130_fd_sc_hd__nor3b_1 2, sky130_fd_sc_hd__o22ai_1 2, sky130_fd_sc_hd__mux2i_1 49, sky130_fd_sc_hd__nand2_1 45
sky130_fd_sc_hd__buf_6 4, sky130_fd_sc_hd__a21o_1 33, sky130_fd_sc_hd__a221o_1 3, sky130_fd_sc_hd__buf_1 7, sky130_fd_sc_hd__nor3_1 4, sky130_fd_sc_hd__buf_4 17
sky130_fd_sc_hd__inv_1 13, sky130_fd_sc_hd__a211oi_1 9, sky130_fd_sc_hd__a21oi_1 40, sky130_fd_sc_hd__a22oi_1 4, sky130_fd_sc_hd__and2_1 3, sky130_fd_sc_hd__o21ai_1 2
sky130_fd_sc_hd__mux2_2 31, sky130_fd_sc_hd__o211ai_1 3, sky130_fd_sc_hd__a31oi_1 2, sky130_fd_sc_hd__a222oi_1 13, sky130_fd_sc_hd__buf_2 8, sky130_fd_sc_hd__a22o_1 3
sky130_fd_sc_hd__nor2_1 27, sky130_fd_sc_hd__nand3_1 5, sky130_fd_sc_hd__clkbuf_1 20, sky130_fd_sc_hd__and3_1 2, sky130_fd_sc_hd__o21ai_0 28
## metrics by stage
| step | power, mW | cell area, µm² | setup WS, ns |
|---|---|---|---|
| 3_5_place_dp | 0.315 | 5390 | 2.66 |
| 3_3_place_gp | 0.315 | 5390 | 2.75 |
| 6_report | 0.311 | 5390 | 2.67 |
| 4_1_cts | 0.318 | 5390 | 2.67 |
| 2_1_floorplan | 0.105 | 2750 | 4.01 |
| 5_1_grt | 0.340 | 5390 | 2.41 |
## report_power, final
part	total (mW)	switching (mW)	internal [mW]
registers	0	0	0
logic	0.311	0.112	0.199
clock network	0	0	0
## layout make-up
| cell class | count | area (µm²) |
|---|---|---|
| fill | 1133 | 6030 |
| inverter | 14 | 52.6 |
| multi-input combinational | 340 | 2390 |
| timing repair buffer | 280 | 2760 |
| tap | 143 | 179 |
## kinds of logic (layout without fill, tap and decap cells)
logic type	after synthesis	in the layout	synth area share (%)
AND-OR/OR-AND	152	152	37.5
buffers and inverters	70	294	13.3
multiplexers	82	82	31.9
AND/OR/NAND/NOR	106	106	17.3
## final timing paths
kind	endpoint	slack [ns]	start	cells after the start
worst max-delay path	f_dat_o[30]	2.67	f_adr_i[0]	8
worst min-delay path	wb_sel_o[1]	4.39	f_siz_i[1]	4
No activity file was given, so power comes from the tool's default toggle rates.
